`flow/design.v`:
```
module apb_controller(hclk, hresetn, valid, haddr, haddr1, haddr2, hwdata, hwdata1, hwdata2, hwrite, hwritereg, hwritereg1, tempselx, hreadyout, pwrite, penable, pselx, pwdata, paddr);
input hclk, hresetn, valid, hwrite, hwritereg, hwritereg1;
input [31:0] haddr, haddr1, haddr2, hwdata, hwdata1, hwdata2;
input [2:0]tempselx;
output reg pwrite, penable, hreadyout;
output reg [31:0] pwdata, paddr; 
output reg [2:0]pselx;
reg [2:0]present_state, next_state;
parameter ST_IDLE = 3'b000, ST_WWAIT = 3'b001, ST_READ = 3'b010, ST_RENABLE = 3'b011, ST_WRITE = 3'b100, ST_WRITEP = 3'b101, ST_WENABLE = 3'b110, ST_WENABLEP = 3'b111;
reg penable_temp, pwrite_temp, hreadyout_temp;
reg [2:0]pselx_temp;
reg [31:0]paddr_temp,pwdata_temp;
always@(posedge hclk)
    begin
	if(!hresetn)
	    present_state<=ST_IDLE;
	else
	    present_state<=next_state;
	end
always@(*)
    begin
	next_state=ST_IDLE;
	case(present_state)
	ST_IDLE: if(valid==1 && hwrite==1)
	             next_state=ST_WWAIT;
			 else if (valid==1 && hwrite==0)
			     next_state=ST_READ;
			 else
			     next_state=ST_IDLE;
    ST_READ: next_state=ST_RENABLE;
    ST_WWAIT: if(valid==1)
                 next_state=ST_WRITEP;
              else 
                 next_state=ST_WRITE;
    ST_WRITEP: next_state=ST_WENABLEP;
    ST_WRITE: if(valid==1)
                 next_state=ST_WENABLEP;
              else 
                 next_state=ST_WENABLE;
    ST_WENABLEP: if(valid==1 && hwritereg==1)
	                 next_state=ST_WRITEP;
			     else if (valid==0 && hwritereg==1)
			         next_state=ST_WRITE;
			     else
			         next_state=ST_READ;
    ST_WENABLE: if(valid==1 && hwrite==1)
	                 next_state=ST_WWAIT;
			     else if (valid==1 && hwrite==0)
			         next_state=ST_READ;
			     else
			         next_state=ST_IDLE;
	ST_RENABLE: if(valid==1 && hwrite==1)
	                 next_state=ST_WWAIT;
			     else if (valid==1 && hwrite==0)
			         next_state=ST_READ;
			     else
			         next_state=ST_IDLE;
	endcase
	end
always@(*)
    begin
	case(present_state)
	ST_IDLE: if(valid==1 && hwrite==0)
	             begin
				 paddr_temp=haddr;
				 pwrite_temp=hwrite;
				 pselx_temp=tempselx;
				 penable_temp=0;
				 hreadyout_temp=0;
				 end
			 else if(valid==1 && hwrite==1)
			     begin
				 pselx_temp=0;
				 penable_temp=0;
				 hreadyout_temp=1;
				 end
			 else
			     begin
			     pselx_temp=0;
				 penable_temp=0;
				 hreadyout_temp=1;
				 end
	ST_READ: begin
	         penable_temp=1;
			 hreadyout_temp=1;
			 end
	ST_RENABLE: if(valid==1 && hwrite==0)
	                begin
				    paddr_temp=haddr;
				    pwrite_temp=hwrite;
				    pselx_temp=tempselx;
				    penable_temp=0;
				    hreadyout_temp=0;
				    end
				else if(valid==1 && hwrite==1)
			        begin
				    pselx_temp=0;
				    penable_temp=0;
				    hreadyout_temp=1;
				    end
			    else
			        begin
			        pselx_temp=0;
				    penable_temp=0;
				    hreadyout_temp=1;
				    end
	ST_WWAIT: begin
	          paddr_temp=haddr1;
			  pwdata_temp=hwdata;
			  pwrite_temp=hwrite;
			  pselx_temp=tempselx;
			  penable_temp=0;
			  hreadyout_temp=0;
			  end
	ST_WRITE: begin 
	          penable_temp=1;
			  hreadyout_temp=1;
			  end
	ST_WRITEP: begin 
	           penable_temp=1;
			   hreadyout_temp=1;
			   end
	ST_WENABLEP: begin
	             paddr_temp=haddr2;
			     pwdata_temp=hwdata1;
			     pwrite_temp=hwritereg;
			     pselx_temp=tempselx;
			     penable_temp=0;
			     hreadyout_temp=0;
			     end
	ST_WENABLE: if(valid==1 && hwrite==0)
	                begin
				    paddr_temp=haddr2;
				    pwrite_temp=hwrite;
				    pselx_temp=tempselx;
				    penable_temp=0;
				    hreadyout_temp=0;
				    end
				else if(valid==1 && hwrite==1)
			        begin
				    pselx_temp=0;
				    penable_temp=0;
				    hreadyout_temp=1;
				    end
				else
			        begin
			        pselx_temp=0;
				    penable_temp=0;
				    hreadyout_temp=1;
				    end
	endcase
	end
always@(posedge hclk)
    begin
	if(!hresetn)
	    begin
		paddr<=0;
		pwdata<=0;
		pwrite<=0;
		pselx<=0;
		penable<=0;
		hreadyout<=1;
		end
	else
	    begin
		paddr<=paddr_temp;
		pwdata<=pwdata_temp;
		pwrite<=pwrite_temp;
		pselx<=pselx_temp;
		penable<=penable_temp;
		hreadyout<=hreadyout_temp;
		end
	end
endmodule
```
`flow/run.sh`:
```
#!/bin/bash
# OpenROAD 26Q1-2900-gdf79404cd8, Yosys 0.63+post, stock flow scripts
make -C /OpenROAD-flow-scripts/flow DESIGN_CONFIG=/design/flow/config.mk WORK_HOME=/design/flow/orfs finish
```
`flow/config.mk`:
```
export PLATFORM = sky130hd
export DESIGN_NAME = apb_controller
export DESIGN_NICKNAME = apb_controller
export VERILOG_FILES = /design/flow/design.v
export SDC_FILE = /design/flow/constraint.sdc
export NUM_CORES = 4
export LEC_CHECK = 1
export CORE_UTILIZATION = 30
```
`flow/constraint.sdc`:
```
current_design apb_controller

set clk_period 3.3
set clk_io_pct 0.2

create_clock -name clk0 -period $clk_period [get_ports {hclk}]

set non_clock_inputs [all_inputs -no_clocks]
set_input_delay [expr $clk_period * $clk_io_pct] -clock clk0 $non_clock_inputs
set_output_delay [expr $clk_period * $clk_io_pct] -clock clk0 [all_outputs]
```
==> CHANGELOG.md <==
### Implementation results

* Reg2reg start: present_state[4]$_DFF_P_
* Latency at later pin at 340 ps
* Internal power at roughly 2.1 mW
* DRT Pass-1 Iters at 4
* Largest stage delay, worst path at 490 ps
* Least-Margin Pin Slew at 794.4 ps
* Final cycle utilization of the critical path at a little over half
* Crit path DRT at approximately 2600 ps
* Gpl congestion at roughly 0.76
* Max-slew headroom at 47.04%
* Yosys stat chip area at about 0.0043 mm²
* CTS tree: done
* Hold_ws at between 400 and 500 ps
* Async SR Flop Fraction at 0%
* Die width at roughly 120 µm
* Cell taking the most area after synthesis: dfxtp_1
* Number of buffers created by CTS at 9
* Post-Syn Instances at 370
* Number of global-route vias before repair at 3,492
* Power per Cell Area at 366.2 mW/mm²
* Drt first-iter violations at around 130
* Endpoints left unconstrained at 68
* DRC viols at 0
* Global-route wire length before repair at about 18,000 µm
* RSZ-0062 raised after global routing: false
* Post-DP HPWL at 8435 µm
* Layout area overhead at 65.31%
* Logic pwr share at about 17%
* Max-cap violations at 0
* Syn Area/Cell at 11.65 µm²
* Setup violators final at 0
* Routed WL at 11,610 µm
* FF-to-FF End: present_state[1]$_DFF_P_
* Clock-pin slew on the worst setup and hold paths at 60 ps
* CORE AREA at 0.01393 mm²
* Worst-path maximum fanout at 1
* Critical-path top delay cell: clkdlybuf4s50_1
* Count of unclocked register or latch pins at 68
* R2r worst-path depth at 3
* Log Warnings at 58
* GRT Total Usage at 15.74%
* Sum Neg Setup Slack at 0 ps
* Critical path, cell by cell: clkdlybuf4s50_1
* Dominant logic cell type in the layout: clkdlybuf4s50_1
* WS Path Type: reg2out
* Hold crit path type: reg2reg
* Vias at about 3,500
* Post CTS Setup Buffer Count at 0
* Hold Path Cell Cnt at 1
* Netlist Area Pre-Place at roughly 0.0043 mm²
* Fmax at roughly 560 MHz
* Top Ports at 271
* Core Rows at roughly 43
* Largest net degree at the start of global routing at about 56
* Arrival @ worst endpoint at 1140 ps
* Vias/cell at 4.488
* Worst setup path endpoint: hreadyout
* WL/cell at 14.90 µm
* Worst vdd ir at 0.0002245 V
* Post-route minimum period at approximately 1800 ps
* Setup crit start: hreadyout$_SDFF_PN1_
* CTS H-tree lvls at 3
* Initial antenna violation count at 0
* Worst-case clock buffer depth at 2
* Sw Ratio at 20.54%
* Crit path buf inv count at 1
* Die H at approximately 120 µm
* Delay-heaviest family, CP: buffers and inverters
* Worst path depth at 1
* # fillers at around 1,200
* Count of input and output buffers at 237
* Total gr overflow at 0
* Fin. Hold Viols at 0
* Layout cells sized above 1 at 10.35%
* R2r setup slk at 1770 ps
* Psw at 536.1 µW
* Cell count in the Yosys report at ~370
* Status: finished, final reports clean
* Ant diodes at 0
* YS warnings at 1
* Fp util at 30.93%
* Register bit total from synthesis at 146
* Die area at about 0.015 mm²
* Slew Viols, Final at 0
* Hold_buf cts at 0
* CTS resizes at 0
* Top cell area share at 36.23%
* Biggest area cells: dfxtp_1, dlxtn_1, and2_1, mux2_2, a221o_1
* CP Capture Type: primary output
* Post-route ant nets at 0
* Clk pwr share at 40.7%
* Startpoint Class: flop
* Predominant post-synthesis flop cell: dfxtp_1
* Netlist cell types at 28
* Top Layout Cells: clkdlybuf4s50_1, dfxtp_1, and2_1
* EDFF count, synth at 0
* Worst Clk Skew at roughly 3 ps
* Reg power frac at 42.5%
* Leak at 2.829 nW
* CTS root buf: clkbuf_16
flip-flops by register name, indices dropped and copies added, names as in the netlist:
signal,count
pwdata_temp,32
pwrite,1
pwrite_temp,1
pselx,3
hreadyout,1
paddr,32
paddr_temp,32
pselx_temp,3
pwdata,32
penable,1
present_state,8
cell usage after synthesis, types with 2 or more instances:
master	n
a21boi_0	3
a21oi_1	2
a221o_1	32
and2_1	69
buf_1	3
buf_2	6
buf_6	4
clkbuf_1	16
dfxtp_1	78
dlxtn_1	68
mux2_2	34
nand2_1	3
nor2_1	2
nor2b_1	2
nor3b_1	2
nor4b_1	32
o21ai_0	3
metrics by stage:
step                      instance area, µm²  std cells  power (mW)  util, %  setup slack, ps
after floorplan                         4310        370       1.253        -             1947
after global placement                  6803        763       1.571    48.82             1404
after detailed placement                6803        763       1.574    48.82             1377
after CTS                               7126        779       2.652    51.14             1473
after global routing                    7126        779       2.727    51.14             1445
final                                   7126        779       2.609    51.14             1502
layer usage:
layer	share of wire [%]	vias to the layer above	track usage, %
li1	-	1746	-
met1	39	1591	18.85
met2	48	146	27.01
met3	12	13	6.489
met4	1.7	0	2.546
met5	0	-	0
power groups by stage:
stage / clock, mW / combinational, mW / sequential (mW)
CTS: 1.09 / 0.447 / 1.11
global route: 1.13 / 0.478 / 1.12
finish: 1.06 / 0.439 / 1.11
kinds of logic after synthesis:
family          synth area share (%)
compound gates                 8.679
buf+inv                        3.773
flops                          36.23
latches                        23.66
mux                            8.883
simple gates                   18.75
how the worst min path moves through the flow:
stage,slack (ps),from,end
4_1_cts,470,present_state[2]$_DFF_P_,present_state[6]$_DFF_P_
5_1_grt,500,present_state[2]$_DFF_P_,present_state[6]$_DFF_P_
6_report,470,present_state[2]$_DFF_P_,present_state[6]$_DFF_P_
area by class of cell:
type | instances | area, µm² | share of cell area, %
clock inverters | 7 | 97.59 | 1.370
multi-input cells | 192 | 1569 | 22.02
well taps | 180 | 225.2 | 3.161
inverters | 1 | 3.754 | 0.05268
flip-flops and latches | 146 | 2585 | 36.28
repair buffers | 244 | 2420 | 33.96
clock buffers | 9 | 225.2 | 3.161
No activity file was given, so power comes from the tool's default toggle rates.
